## run.sh

```bash
#!/bin/bash
# OpenROAD 26Q1-2900-gdf79404cd8, Yosys 0.63+post, stock flow scripts
make -C /OpenROAD-flow-scripts/flow DESIGN_CONFIG=/design/flow/config.mk WORK_HOME=/design/flow/orfs finish
```

## config.mk

```make
export PLATFORM = sky130hd
export DESIGN_NAME = control_unit
export DESIGN_NICKNAME = control_unit
export VERILOG_FILES = /design/flow/design.v
export SDC_FILE = /design/flow/constraint.sdc
export NUM_CORES = 4
export LEC_CHECK = 1
export CORE_UTILIZATION = 40
```

## constraint.sdc

```tcl
current_design control_unit

set clk_period 2.8
set clk_io_pct 0.2

create_clock -name clk0 -period $clk_period [get_ports {clk}]

set non_clock_inputs [all_inputs -no_clocks]
set_input_delay [expr $clk_period * $clk_io_pct] -clock clk0 $non_clock_inputs
set_output_delay [expr $clk_period * $clk_io_pct] -clock clk0 [all_outputs]
```

## design.v

```verilog
module control_unit (
    input wire          clk,
    input wire          rst,           
    input wire          send,          
    input wire          LCD_done,      
    input wire          store_done,    
    input wire [17:0]   switches,
    output reg [3:0]    DEST,
    output reg [3:0]    SRC1,
    output reg [3:0]    SRC2,
    output reg          IMM_SIGN,
    output reg [5:0]    IMM_MAGNETUDE,
    output reg [2:0]    alu_func,
    output reg          alu_enable,
    output reg          read_enable,
    output reg          write_enable, 
    output reg          clear_mem
);  
    parameter [3:0]
        BUTTON_OFF  = 4'b0000,
        BUTTON_ON   = 4'b0001,
        BUTTON_SEND = 4'b0010,
        OFF         = 4'b0011,
        INIT        = 4'b0100,
        IDLE        = 4'b0101,
        DECODE      = 4'b0110,
        EXECUTE     = 4'b0111,
        STORE       = 4'b1000;
    parameter [2:0]
        LOAD    = 3'b000,
        ADD     = 3'b001,
        ADDI    = 3'b010,
        SUB     = 3'b011,
        SUBI    = 3'b100,
        MUL     = 3'b101,
        CLEAR   = 3'b110,
        DISPLAY = 3'b111;
    wire pulse_on_off;
    wire pulse_send;
    debounce inst0 (.clk(clk), .button_in(rst),  .button_pulse(pulse_on_off));
    debounce inst1 (.clk(clk), .button_in(send), .button_pulse(pulse_send));
    reg [3:0] current_state;
    reg [3:0] next_state;
    initial current_state = BUTTON_OFF;
    always @(posedge clk) begin
        current_state <= next_state;
    end
    always @(*) begin
        next_state = current_state;
        case (current_state)
            BUTTON_OFF: begin
                if (pulse_on_off) next_state = OFF;
            end
            BUTTON_ON: begin
                if (pulse_on_off) next_state = INIT;
            end
            BUTTON_SEND: begin
                if (pulse_send) next_state = DECODE;
            end
            OFF: begin
                if (~rst) next_state = BUTTON_ON;
            end
            INIT: begin
                if (LCD_done) 
                    next_state = IDLE;
            end
            IDLE: begin
                if (~send) next_state = BUTTON_SEND;
                else if (~rst) next_state = BUTTON_OFF;
            end
            DECODE: begin
                DEST           = 4'd0;
                SRC1           = 4'd0;
                SRC2           = 4'd0;
                IMM_SIGN       = 1'b0;
                IMM_MAGNETUDE  = 4'd0;
                alu_func       = LOAD;  
                if (switches[17:15] == ADDI || switches[17:15] == SUBI || switches[17:15] == MUL) begin
                    DEST           = switches[14:11]; 
                    SRC1           = switches[10:7];  
                    IMM_SIGN       = switches[6];     
                    IMM_MAGNETUDE  = switches[5:0];
                    alu_func       = switches[17:15];
                end 
                else if (switches[17:15] == ADD || switches[17:15] == SUB) begin
                    DEST = switches[11:8]; 
                    SRC1 = switches[7:4];
                    SRC2 = switches[3:0];
                    alu_func = switches[17:15];
                end
                else if (switches[17:15] == LOAD) begin
                    DEST          = switches[10:7];
                    IMM_SIGN      = switches[6];
                    IMM_MAGNETUDE = switches[5:0];
                    alu_func      = LOAD;
                end
                else if (switches[17:15] == CLEAR || switches[17:15] == DISPLAY) begin
                    SRC1 = switches[3:0];
                    alu_func = switches[17:15];
                end
                next_state = EXECUTE;
            end
            EXECUTE: begin
                alu_enable   = 1'b0;
                read_enable  = 1'b0;
                write_enable = 1'b0;
                clear_mem    = 1'b0;
                if (alu_func == ADD  || alu_func == SUB || alu_func == MUL || 
                    alu_func == ADDI || alu_func == SUBI) begin
                        alu_enable   = 1'b1;
                        read_enable  = 1'b1;
                        write_enable = 1'b1;                
                end
                else if (alu_func == LOAD) begin
                    write_enable = 1'b1;
                end
                else if (alu_func == CLEAR) begin
                    clear_mem = 1'b1;
                end
                else if (alu_func == DISPLAY) begin
                    read_enable = 1'b1;
                end
                next_state = STORE;
            end
            STORE: begin
                alu_enable   = 1'b0;
                read_enable  = 1'b0;
                write_enable = 1'b0;
                clear_mem    = 1'b0;
                if (store_done) 
                    next_state = IDLE;
            end
            default: next_state = OFF;
        endcase
    end
endmodule
module debounce (
    input wire clk,
    input wire button_in,
    output wire button_pulse
);
    parameter COUNTER_MAX = 50000;
    reg [15:0] count;
    reg button_synced;
    always @(posedge clk) begin 
        if (button_in != button_synced) begin 
            if (count == COUNTER_MAX - 1) begin 
                button_synced <= button_in;
                count <= 0;
            end
            else begin
                count <= count + 1;
            end
        end
        else begin
            count <= 0;
        end
    end
    reg button_synced_prev;
    always @(posedge clk) begin 
        button_synced_prev <= button_synced;
    end
    assign button_pulse = (button_synced == 1'b1) && (button_synced_prev == 1'b0);
endmodule
```

==> impl_metrics.csv <==
group,metric,value,unit
outcome,run_status,"finished clean",
power_and_ir_drop,power_per_cell_area,539,mW/mm²
clocking,post_cts_hold_fix_buffer_tally,0,
clocking,inserted_clock_buffers,5,
critical_path,startpoint_type,"register",
route,number_of_drc_violations_after_detailed_routing,0,
logic_synthesis,synth.avg_cell_area,9.07,µm²
worst_hold_path,hp-class,"register to register",
global_routing,antenna_found_initial,0,
critical_path,critical_path.startpoint,"inst0.count[10]",
logic_synthesis,yosysChipArea,0.00259,mm²
floorplanning,dieHeight,82.5,µm
layout,area_growth,25.4,%
route,drt-initial-drc-count,60,
job,stage_log_warnings,25,
logic_synthesis,synth-edff-count,6,
layout,fillers,568,
logic_synthesis,yosys_cells,286,
power_and_ir_drop,totalPowerFinal,1.75,mW
critical_path,crit_reg_reg_endpoint,"inst0.count[2]",
sta,fin_setup_tns,0,ns
sta,report.final.hold_viol_count,0,
sta,endpoints_left_unconstrained,52,
layout,post_route_cells_drive_above_1_share,4.85,%
sta,worst_max_slew_pin_slew,0.663,ns
logic_synthesis,ys_async_sr_fraction,0,%
sta,clock.fmax,561,MHz
logic_synthesis,synth.cells.most_frequent,"sky130_fd_sc_hd__nor2_1 (41), sky130_fd_sc_hd__dfxtp_1 (34), sky130_fd_sc_hd__dlxtp_1 (22)",
global_routing,globalRoute.totalOverflow,0,
placement,detailed_place_hpwl,3.60,mm
logic_synthesis,numSynthFlops,66,
sta,hold_slack,0.437,ns
critical_path,cp.required,2.96,ns
floorplanning,floorplan.core_area,0.00610,mm²
sta,unclocked_pins,26,
clocking,postCtsResizedCells,0,
power_and_ir_drop,static-leakage-power,1.20,nW
logic_synthesis,yosys_warnings,2,
route,viasPerCell,5.18,
logic_synthesis,synth_cell_types,44,
sta,grt_setup_unrepaired,"false",
critical_path,regToRegSetupSlack,1.02,ns
sta,period_needed,1.78,ns
job,max_cap_viol_count,0,
logic_synthesis,synth.area.top_cells,"sky130_fd_sc_hd__dfxtp_1 (26%), sky130_fd_sc_hd__dlxtp_1 (13%), sky130_fd_sc_hd__xnor2_1 (7.1%), sky130_fd_sc_hd__edfxtp_1 (6.9%), sky130_fd_sc_hd__nor2_1 (5.9%)",
critical_path,critPathMaxFanout,16,
critical_path,setup.worst_path.end_class,"register",
layout,fin_area,0.00325,mm²
logic_synthesis,synthFlopType,"sky130_fd_sc_hd__dfxtp_1",
clocking,path_clk_slew,0.08,ns
placement,io_buffers,48,
sta,timing.clock.skew,0.00838,ns
floorplanning,fp-row-count,28,
route,dr_total_vias,2099,
floorplanning,die-area,0.00681,mm²
clocking,cts-root-to-sink-buffers,2,
sta,finalMaxSlewViolations,0,
route,total_wirelength,5.09,mm
placement,gp_routability_congestion,0.815,
global_routing,largest_net_degree_at_the_start_of_global_routing,23,
clocking,clock_insertion_delay_worst_skew,0.29,ns
global_routing,grt_usage,15.8,%
critical_path,cp.arrival,1.94,ns
floorplanning,num_io_pins,49,
clocking,post_cts_buffers,0,
critical_path,setup_cp_type,"register to register",
floorplanning,floorplanUtilization,42.5,%
power_and_ir_drop,worst_ir_drop_vdd,441,µV
route,drt_first_pass_iters,4,
logic_synthesis,synth.cell_area,0.00259,mm²
logic_synthesis,syn-instance-count,286,
critical_path,rr_startpoint,"inst0.count[10]",
global_routing,grt_pass1_vias,1811,
clocking,clock-root-buffer,"sky130_fd_sc_hd__clkbuf_8",
clocking,clock_tree_from_tritoncts,"yes",
logic_synthesis,synth.top_cell.area_share,26.2,%
logic_synthesis,yosysTopAreaCell,"sky130_fd_sc_hd__dfxtp_1",
placement,placed_cell_area,0.00312,mm²
route,count_of_antenna_violating_nets_left_after_detailed_routing,0,
route,wire_per_inst,12.6,µm
critical_path,setup.worst_path.end,"inst0.count[2]",
critical_path,ff2ff_path_depth,4,
floorplanning,die_width,82.5,µm
sta,finalCritPeriodShare,63.6,%
sta,setup_viol,0,
sta,slew_headroom,55.8,%
logic_synthesis,synth_top_cell_by_count,"sky130_fd_sc_hd__nor2_1",
route,antenna_cells,0,
clocking,htreeDepth,2,
layout,final_core_util,53.4,%
global_routing,grt_first_pass_wirelength,8.16,mm
worst max-delay path, cell delays in order, from the launching register on:
cell and delay (ns):
sky130_fd_sc_hd__dfxtp_1 0.36, sky130_fd_sc_hd__nor4_1 0.45, sky130_fd_sc_hd__nand4b_1 0.17, sky130_fd_sc_hd__o21bai_2 0.56, sky130_fd_sc_hd__nor2_1 0.11
cell type report:
class / count / area (µm²) / share of cell area, %
repair buffers: 49 / 488 / 15.0
well taps: 75 / 93.8 / 2.88
clock inverters: 2 / 60.1 / 1.85
multi-input cells: 198 / 1250 / 38.5
flip-flops and latches: 66 / 1250 / 38.5
inverters: 9 / 33.8 / 1.04
clock buffers: 6 / 72.6 / 2.23
stage by stage:
step / worst slack [ns] / cells
2_1_floorplan: 1.27 / 286
3_3_place_gp: 0.765 / 397
3_5_place_dp: 0.759 / 397
4_1_cts: 0.984 / 405
5_1_grt: 0.829 / 405
6_report: 1.02 / 405
flip-flops by register name, summed over array words and instances, names as in the netlist:
signal	flops
inst1.button_synced_prev	1
inst1.count	16
alu_enable	1
clear_mem	1
inst0.count	16
DEST	4
current_state	4
alu_func	3
read_enable	1
inst0.button_synced	1
inst1.button_synced	1
SRC2	4
IMM_MAGNETUDE	6
IMM_SIGN	1
SRC1	4
write_enable	1
inst0.button_synced_prev	1
power by group:
part	switching (mW)	internal (mW)	leakage, nW
logic	0.158	0.193	0.594
clock network	0.196	0.356	0.0654
registers	0.0953	0.755	0.536
total	0.449	1.30	1.20
layout by cell type (no fill, tap or decap), types with 2 or more instances in the layout:
master                            netlist  routed
sky130_fd_sc_hd__xnor2_1               21      21
sky130_fd_sc_hd__dlxtp_1               22      22
sky130_fd_sc_hd__nand3_1                9       9
sky130_fd_sc_hd__nor3_1                 6       6
sky130_fd_sc_hd__nor2_1                41      41
sky130_fd_sc_hd__and3_1                 6       6
sky130_fd_sc_hd__a222oi_1               4       4
sky130_fd_sc_hd__ha_1                   2       2
sky130_fd_sc_hd__nor4_1                 6       6
sky130_fd_sc_hd__a21oi_1                5       5
sky130_fd_sc_hd__o22ai_1                5       5
sky130_fd_sc_hd__nand4_1                9       9
sky130_fd_sc_hd__clkdlybuf4s50_1        0      48
sky130_fd_sc_hd__dfxtp_1               34      34
sky130_fd_sc_hd__nand2b_1               5       5
sky130_fd_sc_hd__bufinv_16              0       2
sky130_fd_sc_hd__and2_1                11      11
sky130_fd_sc_hd__a22oi_1                9       9
sky130_fd_sc_hd__edfxtp_1               6       6
sky130_fd_sc_hd__nor3b_1                2       2
sky130_fd_sc_hd__nor2b_1                5       5
sky130_fd_sc_hd__xor2_1                10      10
sky130_fd_sc_hd__inv_1                  9       9
sky130_fd_sc_hd__o21ai_0                6       6
sky130_fd_sc_hd__clkbuf_8               0       5
sky130_fd_sc_hd__nor4b_1                4       4
sky130_fd_sc_hd__a22o_1                 4       4
sky130_fd_sc_hd__nand2_1               12      12
sky130_fd_sc_hd__and4_4                 2       2
sky130_fd_sc_hd__dlxtn_1                4       4
worst min-delay path by stage:
stage                        from                  endpoint  cells after the start
CTS           inst1.button_synced  inst1.button_synced_prev                      0
global route  inst1.button_synced  inst1.button_synced_prev                      0
finish        inst1.button_synced  inst1.button_synced_prev                      0
cells by family (layout without fill, tap and decap cells):
| family | count (synthesis) | after routing | share of synthesized area, % |
|---|---|---|---|
| AND/OR/NAND/NOR | 127 | 127 | 26.4 |
| adder cells (fa/ha/maj) | 2 | 2 | 0.965 |
| latches | 26 | 26 | 15.1 |
| XOR/XNOR | 31 | 31 | 10.5 |
| flip-flops | 40 | 40 | 33.2 |
| buffers and inverters | 22 | 66 | 3.43 |
| AND-OR/OR-AND | 38 | 38 | 10.5 |
metal layers:
metal / share of wire (%) / global-route usage (%) / up-vias / wire length, µm
li1: - / - / 1089 / -
met1: 49 / 23.6 / 942 / 2470
met2: 43 / 25.6 / 62 / 2190
met3: 7.2 / 2.68 / 6 / 364
met4: 1.3 / 1.72 / 0 / 67
met5: 0 / 0 / - / 0
No activity file was given, so power comes from the tool's default toggle rates.
